File: ./config.mk
export PLATFORM = sky130hd
export DESIGN_NAME = riscv_mul
export DESIGN_NICKNAME = riscv_mul
export VERILOG_FILES = /design/flow/design.v
export SDC_FILE = /design/flow/constraint.sdc
export NUM_CORES = 4
export LEC_CHECK = 1
export CORE_UTILIZATION = 50
File: ./constraint.sdc
current_design riscv_mul

set clk_period 57.8
set clk_io_pct 0.2

create_clock -name clk0 -period $clk_period [get_ports {clk}]

set non_clock_inputs [all_inputs -no_clocks]
set_input_delay [expr $clk_period * $clk_io_pct] -clock clk0 $non_clock_inputs
set_output_delay [expr $clk_period * $clk_io_pct] -clock clk0 [all_outputs]
File: ./design.v
module Controller(
    input  wire        clk,
    input  wire        reset,
    input  wire [6:0]  op,    
    input        funct7b5,     
    input  [2:0] funct3,        
	 input zero,
	 output wire       PCWrite,
    output wire       IRWrite,
    output wire       RegWrite,
    output wire       MemWrite,
    output wire [1:0] ALUSrcA,
    output wire [1:0] ALUSrcB,
    output wire [1:0] ResultSrc,
    output wire       AdrSrc,
	 output wire [2:0] ALUControl,  
	 output wire [1:0] ImmSrc  
);
wire [1:0] ALUOp;
wire branch;
wire PCUpdate;
fsm_multicycle FSM(
.clk(clk),
.reset(reset),
.op(op),
.Branch(branch),
.IRWrite(IRWrite),
.RegWrite(RegWrite),
.MemWrite(MemWrite),
.ALUSrcA(ALUSrcA),
.ALUSrcB(ALUSrcB),
.ALUOp(ALUOp),
.ResultSrc(ResultSrc),
.AdrSrc(AdrSrc),
.PCUpdate(PCUpdate)
);
aludec_simple ALUdec(
.opb5(op[5]),
.funct7b5(funct7b5),
.ALUOp(ALUOp),
.ALUControl(ALUControl)
);
Inst_dec INST_DEC(
.op(op),
.ImmSrc(ImmSrc)
);
assign PCWrite = ((zero && branch) || PCUpdate);
endmodule
module Extended  (
    input  signed [31:0] instr,
    input  signed [1:0] ImmSrc,
    output reg signed [31:0] ImmExt
);
    always @(*) begin
	 case (ImmSrc)
				2'b00: ImmExt = {{20{instr[31]}}, instr[31:20]}; 
				2'b01: ImmExt = {{20{instr[31]}}, instr[31:25], instr[11:7]}; 
            default: ImmExt = 32'b0;
     endcase 
	 end 
endmodule
module If_Id (
    input wire clk,
	 input wire IRWrite,
    input wire [31:0] pc_current,
    input wire [31:0] Rd,
	 output reg [31:0] OLdpc,
	 output reg [31:0] Instr
);
    always @(posedge clk) begin
        if (IRWrite) begin
            OLdpc <= pc_current;
				Instr <= Rd;
		  end
    end
endmodule
module Inst_dec  ( 
	 input   [6:0]     op,    
    output reg [1:0] ImmSrc  
);
    localparam OP_load = 7'b0000011;  
    localparam OP_S_type = 7'b0100011;  
    always @(*) begin
        case (op)
            OP_load: ImmSrc = 2'b00;  
            OP_S_type:                    ImmSrc = 2'b01;  
            default:                      ImmSrc = 2'b00;  
        endcase
    end
endmodule
module Multiplexer2(
    input  [31:0] A, 
    input  [31:0] B,
    input   sel, 
    output reg[31:0] out
);
   always @(*) begin
    case(sel)
        2'b0: out = A;
        2'b1: out = B;
    endcase
end
endmodule
module Multiplexer4 (
    input  [31:0] A, 
    input  [31:0] B,
	 input  [31:0] C,
	 input  [31:0] D,
    input  [1:0]sel, 
    output reg [31:0] out
);
always @(*) begin
    case(sel)
        2'b00: out = A;
        2'b01: out = B;
        2'b10: out = C;
        default: out = D;
    endcase
end
endmodule
module Reg_file (
    input  wire        clk,
    input  wire [4:0]  a1, a2, a3,
    input  wire [31:0] wd3,
    input  wire        we3,
    output wire signed [31:0] rd1, rd2,
    output wire signed [31:0] register13
);
    reg signed [31:0] regs [0:31];
    integer i;
    initial begin
        for (i = 0; i < 32; i = i + 1)
            regs[i] = 32'd0;
        regs[1]  = 32'd11;
        regs[2]  = 32'd12;
        regs[3]  = 32'd2;
        regs[4]  = 32'd7;
        regs[8]  = 32'd8;
        regs[13] = 32'd0;
        regs[16] = 32'd2;
        regs[25] = 32'd5;
    end
    always @(posedge clk) begin
        if (we3 && a3 != 5'd0)       
            regs[a3] <= wd3;
    end
    assign rd1       = regs[a1];
    assign rd2       = regs[a2];
    assign register13 = regs[13];
endmodule
module Reg_flip_flop(
  input wire [31:0] rd1,
  input wire [31:0] rd2,
  output reg [31:0] a1,
  output reg [31:0] b1,
  input wire clk
  );
   always @(posedge clk) begin
            a1 <= rd1;
				b1 <= rd2;
    end
endmodule
module alu (
    input  wire signed [31:0] rdA,
    input  wire signed [31:0] rdB,
    input  wire [2:0]         ALUControl,
    output reg  signed [31:0] ALUresult,
    output reg                Carry,
    output wire               zero
);
    wire [31:0] sum;
    wire [31:0] diff;
    assign sum  = rdA + rdB;
    assign diff = rdA - rdB;
    assign zero = (ALUresult == 32'd0);
    always @(*) begin
        ALUresult = 32'd0;
        Carry     = 1'b0;
        case (ALUControl)
            3'b000: begin    
                {Carry, ALUresult} = sum;
            end
            3'b001: begin    
                ALUresult = diff;
                Carry = (rdA < rdB) ? 1'b1 : 1'b0;    
            end
            default: begin
                ALUresult = 32'd0;
                Carry     = 1'b0;
            end
        endcase
    end
endmodule
module aludec_simple ( 
	 input        opb5,    
    input        funct7b5,     
    input  [1:0] ALUOp,        
    output reg [2:0] ALUControl  
);
  always @(*) begin
        case (ALUOp)
            2'b00: ALUControl = 3'b000;  
            2'b10: begin
                if (funct7b5 == 1'b1)
                    ALUControl = 3'b001;  
                else
                    ALUControl = 3'b000;  
            end
            default: ALUControl = 3'bxxx;
        endcase
    end
endmodule
module flip_flop_D(
    input wire [31:0] Int,
	 output reg [31:0] Out,
	 input wire clk
);
 always @(posedge clk) begin
            Out <= Int;
    end
endmodule
module fsm_multicycle (
    input  wire        clk,
    input  wire        reset,
    input  wire [6:0]  op,
    output reg        Branch,
    output reg        PCUpdate,
    output reg        IRWrite,
    output reg        RegWrite,
    output reg        MemWrite,
    output reg [1:0]  ALUSrcA,
    output reg [1:0]  ALUSrcB,
    output reg [1:0]  ALUOp,
    output reg [1:0]  ResultSrc,
    output reg        AdrSrc
);
    localparam [3:0]
        S0_Fetch     = 4'b0000,
        S1_Dec       = 4'b0001,
        S2_MemAd     = 4'b0010,
        S3_MemRead   = 4'b0011,
        S4_MemWb     = 4'b0100,
        S5_MemWrite  = 4'b0101,
        S6_Ex        = 4'b0110,
        S7_AluWb     = 4'b0111,
        S8_ExecI     = 4'b1000,
        S9_Jal       = 4'b1001,
        S10_Beq      = 4'b1010;
    reg [3:0] state_current, state_next;
    always @(posedge clk or posedge reset) begin
        if (reset)
            state_current <= S0_Fetch;
        else
            state_current <= state_next;
    end
    always @(*) begin
        case (state_current)
            S0_Fetch: state_next = S1_Dec;
            S1_Dec: case (op)
                7'b0000011: state_next = S2_MemAd;     
                7'b0100011: state_next = S2_MemAd;     
                7'b0110011: state_next = S6_Ex;        
                7'b0010011: state_next = S8_ExecI;     
                7'b1101111: state_next = S9_Jal;       
                7'b1100011: state_next = S10_Beq;      
                default:    state_next = S0_Fetch;
            endcase
            S2_MemAd: case (op)
                7'b0000011: state_next = S3_MemRead;   
                7'b0100011: state_next = S5_MemWrite;  
                default:    state_next = S1_Dec;
            endcase
            S3_MemRead:   state_next = S4_MemWb;
            S4_MemWb:     state_next = S0_Fetch;
            S5_MemWrite:  state_next = S0_Fetch;
            S6_Ex:        state_next = S7_AluWb;
            S7_AluWb:     state_next = S0_Fetch;
            S8_ExecI:     state_next = S7_AluWb;
            S9_Jal:       state_next = S7_AluWb;
            S10_Beq:      state_next = S7_AluWb;
            default:      state_next = S0_Fetch;
        endcase
    end
    always @(*) begin
        Branch     = 1'b0;
        PCUpdate   = 1'b0;
        IRWrite    = 1'b0;
        RegWrite   = 1'b0;
        MemWrite   = 1'b0;
        AdrSrc     = 1'b0;
        ALUSrcA    = 2'b00;
        ALUSrcB    = 2'b00;
        ALUOp      = 2'b00;
        ResultSrc  = 2'b00;
        case (state_current)
            S0_Fetch: begin
                AdrSrc   = 1'b0;
                IRWrite  = 1'b1;
                ALUSrcA  = 2'b00;
                ALUSrcB  = 2'b10;    
                ALUOp    = 2'b00;
                ResultSrc= 2'b10;    
                PCUpdate = 1'b1;
            end
	    S1_Dec: begin
                ALUSrcA  = 2'b01;
                ALUSrcB  = 2'b01;   
                ALUOp    = 2'b00;
            end
            S2_MemAd: begin
                ALUSrcA = 2'b10;
                ALUSrcB = 2'b01;  
                ALUOp   = 2'b00;
            end
            S3_MemRead: begin
                AdrSrc    = 1'b1;
                ResultSrc = 2'b00;
            end
            S4_MemWb: begin
                ResultSrc = 2'b01;
                RegWrite  = 1'b1;
            end
            S5_MemWrite: begin
                AdrSrc   = 1'b1;
                MemWrite = 1'b1;
            end
            S6_Ex: begin
                ALUSrcA = 2'b10;
                ALUSrcB = 2'b00;
                ALUOp   = 2'b10;
            end
            S7_AluWb: begin
                ResultSrc = 2'b00;
                RegWrite  = 1'b1;
            end
            S8_ExecI: begin
                ALUSrcA = 2'b10;
                ALUSrcB = 2'b01;
                ALUOp   = 2'b10;
            end
            S9_Jal: begin
                ALUSrcA  = 2'b01;
                ALUSrcB  = 2'b10;
                ALUOp    = 2'b00;
                ResultSrc= 2'b00;
                PCUpdate = 1'b1;
            end
            S10_Beq: begin
                ALUSrcA = 2'b10;
                ALUSrcB = 2'b00;
                ALUOp   = 2'b01;
                Branch  = 1'b1;
            end
        endcase
    end
endmodule
module inst_data_memory(
    input  wire        clk,
    input  wire        mem_write,
    input  wire [31:0] addr,
    input  wire [31:0] write_data,
    output reg  [31:0] read_data
);
    reg [31:0] memory [0:31];
    integer k;
    initial begin
        for (k = 0; k < 32; k = k + 1)
            memory[k] = 32'b0;
        memory[0] = 32'b0000000_00001_00010_010_00100_0100011;    
        memory[1] = 32'b000000000100_00010_010_01101_0000011;     
        memory[2] = 32'h00000013;   
    end
    always @(posedge clk) begin
        if (mem_write)
            memory[addr[6:2]] <= write_data; 
    end
    always @(*) begin
        read_data = memory[addr[6:2]];
    end
endmodule
module program_counter (
    input wire clk,
    input wire reset,
	 input wire PCWrite,
    input wire [31:0] pc_next,
    output reg [31:0] pc_current
);
    always @(posedge clk or posedge reset) begin
        if (reset)
            pc_current <= 0;
        else if (PCWrite)
            pc_current <= pc_next;
    end
endmodule
module riscv_mul(
       input wire clk,
		 input wire reset,
		 output wire [31:0] Result,
		 output wire [31:0] pc,
		 output wire [31:0] instr,
		 output wire regwrite,
		 output wire [31:0] resWB,
		 output wire [31:0] valeur,
		 output wire [31:0] source2
);
wire PCWrite;
wire [31:0]pc_current;
wire [31:0]result;
wire AdrSrc;
wire [31:0]Adr;
wire MemWrite;
wire [31:0]writedata;
wire [31:0]Readdata;
wire IRWrite;
wire [31:0]OLdpc;
wire [31:0]Instr;
wire [31:0]Data;
wire [31:0]rd1;
wire [31:0]rd2;
wire [31:0]reg13;
wire [31:0]ImmExt;
wire [1:0]ImmSrc;
wire [31:0]a1;
wire [31:0]Dw;
wire [31:0]SrcA;
wire [31:0]SrcB;
wire [1:0] ALUSrcA;
wire [1:0] ALUSrcB;
wire [2:0] ALUControl;
wire [31:0]ALUResult;
wire carry;
wire zero;
wire RegWrite;
wire [31:0]AluOut;
wire [1:0] ResultSrc;
program_counter PCount(
        .clk(clk),
        .reset(reset),
		  .PCWrite(PCWrite),
        .pc_next(result),
        .pc_current(pc_current)
);
Multiplexer2 MUX1 (
	  .A(pc_current),
	  .B(result),
	  .sel(AdrSrc),
	  .out(Adr)
);
inst_data_memory DM (
		.clk(clk),
		.mem_write(MemWrite),
		.addr(Adr),
		.write_data(writedata),
		.read_data(Readdata)
);
If_Id FD(
   .clk(clk),
	.IRWrite(IRWrite),
	.pc_current(pc_current),
	.Rd(Readdata),
	.OLdpc(OLdpc),
	.Instr(Instr)
	);
flip_flop_D FFD1(
   .clk(clk),
	.Int(Readdata),
	.Out(Data)
);
Reg_file RF (
	  .a1(Instr[19:15]),
	  .a2(Instr[24:20]),
	  .a3(Instr[11:7]),
	  .we3(RegWrite),
	  .clk(clk),
	  .wd3(result),
	  .rd1(rd1),
	  .rd2(rd2),
	  .register13(reg13)
);
Extended Extend (
	  .instr(Instr),
	  .ImmSrc(ImmSrc),
	  .ImmExt(ImmExt)
);
Reg_flip_flop RFF(
	   .clk(clk),
		.rd1(rd1),
		.rd2(rd2),
		.a1(a1),
		.b1(writedata)
);
Multiplexer4 Mux41(
		.A(pc_current),
		.B(OLdpc),
		.C(a1),
		.D(Dw),
		.out(SrcA),
		.sel(ALUSrcA)
);
Multiplexer4 Mux42(
		.A(writedata),
		.B(ImmExt),
		.C(32'd4),
		.D(Dw),
		.out(SrcB),
		.sel(ALUSrcB)
);
alu ALU (
		.rdA(SrcA),
		.rdB(SrcB),
		.ALUControl(ALUControl),
		.ALUresult(ALUResult),
		.Carry(carry),
		.zero(zero)
);
flip_flop_D FFD2(
   .clk(clk),
	.Int(ALUResult),
	.Out(AluOut)
);
Multiplexer4 Mux43(
		.A(AluOut),
		.B(Data),
		.C(ALUResult),
		.D(Dw),
		.out(result),
		.sel(ResultSrc)
);
Controller Cont(
        .clk(clk),
        .reset(reset),
		  .op(Instr[6:0]),
		  .funct7b5(Instr[30]),
		  .funct3(Instr[14:12]),
		  .zero(zero),
		  .PCWrite(PCWrite),
		  .IRWrite(IRWrite),
		  .RegWrite(RegWrite),
		  .MemWrite(MemWrite),
		  .ALUSrcA(ALUSrcA),
		  .ALUSrcB(ALUSrcB),
		  .ResultSrc(ResultSrc),
		  .AdrSrc(AdrSrc),
		  .ALUControl(ALUControl),
		  .ImmSrc(ImmSrc)
);      
assign Result= result;
assign pc= pc_current;
assign instr= Instr;
assign regwrite=RegWrite;
assign resWB=reg13;
assign valeur=Readdata;
assign source2=IRWrite;
endmodule 
File: ./run.sh
#!/bin/bash
# OpenROAD 26Q1-2900-gdf79404cd8, Yosys 0.63+post, stock flow scripts
make -C /OpenROAD-flow-scripts/flow DESIGN_CONFIG=/design/flow/config.mk WORK_HOME=/design/flow/orfs finish
==> impl_metrics.ini <==
; flow metrics
[critical_path]
reg2regPathDepth = 26
crit_buf_inv = 6
crit_chain = inv_1 -> ha_1 -> nand2_1 -> a21oi_1 -> ha_2 -> buf_4 -> nor2b_1 -> nand4_1 -> o211a_1 -> ha_1 -> nand2_1 -> o21ai_0 -> fa_1 -> xnor2_1 -> a22oi_1 -> o21ai_4 -> mux2i_4 -> buf_12 -> buf_4 -> buf_12 -> mux4_2 -> a22oi_1 -> nand4_1 -> clkdlybuf4s50_1
start_kind = flip-flop
critPathCaptureType = output pin
required_ns = 46.24
crit_family = buffers and inverters
critical_path.max_stage_delay_ns = 0.76
r2r_end = DM.memory[26][16]
cp.arrival_ns = 9.17
path_class = reg -> out
cp_max_fo = 78
timing.reg2reg.setup_slack_ns = 49.12
r2r-start = Cont.FSM.state_current[1]
cp_slowest_cell = buf_4

[power_and_ir_drop]
leakagePower_nw = 35.6
ir_drop_v = 0.0000883
power.density_nw_per_um2 = 68.6
total_power_mw = 7.58

[placed_design]
place_inst = 7531
gp_congestion = 0.950
portBuffers = 163
dpl_worst_slack_ns = 37.98
hpwl_um = 172000

[synth]
synthCells = 4908
top_cells_by_area = edfxtp_1 66%, mux4_2 20%, dfxtp_1 2.7%
yosys_warnings = 45
yosysSeqAreaShare_pct = 69.3
synth.distinct_cells = 83
async_flop_share_pct = 1.58
avgSynthCellArea_um2 = 19.7
synthMostInstantiatedCell = edfxtp_1
top_area_cell = edfxtp_1
edf_count = 2112
synth_flops = 2276
yosysTopAreaCellShare_pct = 65.7
yosys-top-cells-count = 2112 x edfxtp_1, 850 x mux4_2, 348 x nand2_1
ys_cells = 4908
synth-main-ff-cell = edfxtp_1
syn_area_um2 = 96500
yosys_area_um2 = 96500

[job]
drv_cap = 0
openroad.warnings = 37

[clocking]
cts_tree = done
cts_resized = 0
clock_latency_ns = 0.90
cts_root_buf = clkbuf_16
h-tree-depth = 4
cts_hold_buf = 0
clock_path_buffers = 3
cts_setup_buffers = 0
clkSinkCount = 2276
cts.clk_slew.worst_paths_ns = 0.06
numCtsBuffers = 229

[finish]
layout.cells.non_filler = 7976
ff_latch_area_um2 = 66900
area_delta_synth_final_pct = 14.5
drive_gt1_share_pct = 30.8
n_fill_cell = 13800
comb_area_um2 = 29000

[timing]
finalMaxSlewViolations = 0
hold_violations = 0
hold_slack_ns = 0.511
grt_setup_unrepaired = no
fin_crit_sh_pct = 35.9
tightest_slew_ns = 1.01
fin_tns_setup_ns = 0
fin_ws_ns = 37.07
setup_viol = 0
max_slew_margin_pct = 32.4
max_freq_ghz = 0.0482
clock_skew_ns = 0.0510
post-route-min-period_ns = 20.73

[min_path]
min_from = PCount.pc_current[10]
min_path_type = reg -> reg
hold_depth = 0
min_to = FD.OLdpc[10]

[grt]
grt_pass1_vias = 55700
overflow = 0
grt_max_degree = 107
grt_pass1_wl_um = 410000
antenna_found_initial = 4
grt_use_total_pct = 34.3

[route]
routed_wl_um = 289000
ant_nets = 0
drt_pass1_iterations = 6
viasPerCell = 6.43
initialDrtViolationCount = 3534
vias = 51300
wire_per_inst_um = 36.3
drcViolationCount = 0

[floorplanning]
rows = 160
fp.dieH_um = 441
die_area_um2 = 195000
dieWidth_um = 441
coreArea_um2 = 191000
ios = 195
initCoreUtil_pct = 50.5

[run_status]
status = finished clean
## per-layer routing
layer / GRT usage (%) / wire length, um / share of wire (%)
met1: 45.0 / 89200 / 31
met2: 49.2 / 140000 / 48
met3: 23.9 / 48500 / 17
met4: 10.2 / 11500 / 4.0
met5: 2.03 / 470 / 0.16
## metrics by stage
stage | utilization, % | cell area [um^2]
finish | 57.8 | 110000
global route | 57.8 | 110000
CTS | 57.8 | 110000
detailed placement | 53.7 | 103000
global placement | 53.7 | 103000
floorplan | - | 96700
## layout make-up
| class | count | share of cell area [%] |
|---|---|---|
| Sequential cell | 2276 | 60.6 |
| Multi-Input combinational cell | 2318 | 26.3 |
| Clock buffer | 327 | 5.86 |
| Timing Repair Buffer | 397 | 3.14 |
| Tap cell | 2511 | 2.84 |
| Clock inverter | 112 | 1.22 |
| Inverter | 29 | 0.101 |
| Antenna cell | 6 | 0.0136 |
## cells in the final DEF, fill, tap and decap left out, types with 19 or more instances in the layout
| master | n |
|---|---|
| nand4_1 | 36 |
| a22oi_1 | 167 |
| nor2_4 | 68 |
| dfxtp_1 | 128 |
| mux2_2 | 66 |
| clkdlybuf4s50_1 | 163 |
| clkbuf_16 | 232 |
| xor2_1 | 20 |
| a31oi_1 | 22 |
| clkbuf_1 | 64 |
| nor2_1 | 56 |
| and3_1 | 28 |
| nor3_1 | 24 |
| xnor2_1 | 19 |
| o21ai_0 | 80 |
| mux2_4 | 31 |
| nand3_1 | 77 |
| inv_1 | 26 |
| ha_1 | 39 |
| dfrtp_1 | 36 |
| a311oi_1 | 22 |
| conb_1 | 63 |
| a21oi_1 | 65 |
| nand2_1 | 348 |
| clkinv_2 | 44 |
| edfxtp_1 | 2112 |
| o21ai_2 | 24 |
| bufinv_16 | 21 |
| clkbuf_8 | 31 |
| mux4_2 | 850 |
| a21o_1 | 19 |
| buf_4 | 228 |
| clkinv_1 | 22 |
## where the power goes
| part | switching (mW) | leakage, nW | internal [mW] |
|---|---|---|---|
| registers | 0.109 | 20.7 | 2.43 |
| logic | 2.15 | 11.0 | 1.37 |
| clock network | 0.640 | 3.81 | 0.877 |
| total | 2.89 | 35.6 | 4.68 |
## how the worst max path moves through the flow
stage	endpoint	slack, ns	cells past startpoint	from
global route	valeur[29]	36.44	24	Cont.FSM.state_current[1]
finish	valeur[29]	37.07	24	Cont.FSM.state_current[1]
CTS	valeur[19]	37.04	24	Cont.FSM.state_current[1]
## cells by family after synthesis
family | synth area share, %
flip-flops | 69.3
multiplexers | 21.2
AND/OR/NAND/NOR | 3.38
buffers and inverters | 1.63
AND-OR/OR-AND | 3.56
adder cells (fa/ha/maj) | 0.578
XOR/XNOR | 0.354
other | 0.00389
## registers in the layout, indices dropped and copies added, names as in the netlist
register / cells
FFD1.Out: 32
FD.Instr: 32
RFF.b1: 32
FFD2.Out: 32
FD.OLdpc: 32
Cont.FSM.state_current: 4
DM.memory: 1024
RF.regs: 1024
RFF.a1: 32
PCount.pc_current: 32
Power figures rest on the tool's default switching activity, not on a simulated workload.
